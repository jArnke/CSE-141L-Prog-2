[flow/config.mk]
export PLATFORM = sky130hd
export DESIGN_NAME = RegFile
export DESIGN_NICKNAME = RegFile
export VERILOG_FILES = /design/flow/design.v
export SDC_FILE = /design/flow/constraint.sdc
export NUM_CORES = 4
export LEC_CHECK = 1
export CORE_UTILIZATION = 30
[flow/constraint.sdc]
current_design RegFile

set clk_period 2.8
set clk_io_pct 0.2

create_clock -name clk0 -period $clk_period [get_ports {Clk}]

set non_clock_inputs [all_inputs -no_clocks]
set_input_delay [expr $clk_period * $clk_io_pct] -clock clk0 $non_clock_inputs
set_output_delay [expr $clk_period * $clk_io_pct] -clock clk0 [all_outputs]
[flow/design.v]
package Definitions;
  typedef enum logic[3:0] {
      ADD, LSH, RSH, LSHZ, RSHZ,
      OR, XOR,
      AND, SUB, CLR, XORA} op_mne;
endpackage  
module RegFile #(parameter W=8, D=4)(		  
  input                Clk,
                       Reset,	              
                       WriteEn,
  input        [D-1:0] RaddrA,				  
                       RaddrB,
                       Waddr,
  input        [W-1:0] DataIn,
  output       [W-1:0] DataOutA,			  
  output logic [W-1:0] DataOutB				  
    );
logic [W-1:0] Registers[2**D];	              
assign      DataOutA = Registers[RaddrA];	  
always_comb DataOutB = Registers[RaddrB];     
always_ff @ (posedge Clk)
  if (Reset) begin
	for(int i=0; i<2**D; i++)
	  Registers[i] <= 'h0;
	Registers[0] <= 'd30;                     
	Registers[2] <= 'b101;                    
  end
  else if (WriteEn)	                          
    Registers[Waddr] <= DataIn;
endmodule
[flow/run.sh]
#!/bin/bash
# OpenROAD 26Q1-2900-gdf79404cd8, Yosys 0.63+post, stock flow scripts
make -C /OpenROAD-flow-scripts/flow DESIGN_CONFIG=/design/flow/config.mk WORK_HOME=/design/flow/orfs finish
==> metrics.cfg <==
[run_status]
run_status=finished clean

[die]
fp.dieArea_um2=23200
core-area_um2=22000
fp-utilization_pct=30.8
pin_count=39
placement_rows=54
die_x_um=152
fp.dieH_um=152

[global_route]
grt_usage_pct=15.6
grt_pass1_wl_um=24900
largest_net_degree_at_the_start_of_global_routing=17
grt_overflow_total=0
via_count_of_the_first_global_routing_pass=4537
antenna_found_initial=0

[route]
drc=0
antenna-diode-count=0
detail_route.first_pass.iterations=14
dr_total_vias=4252
post_drt_via_cell_ratio=5.07
dr.first_iter.drc_count=280
route.detailed.wl_per_inst_um=19.9
drt_wl_total_um=16700
antenna_left=0

[finish]
regMostFlops=Registers
largestRegisters=Registers x128
largest_register_ffs=128
instances_no_fill=839
fin_area_um2=8520
drive_above_1_share_pct=29.9
area.growth.synth_to_final_pct=25.8

[clock_network]
cts_tree=built
clockBufferDepth=2
cts-root-buf=sky130_fd_sc_hd__clkbuf_16
number_of_buffers_inserted_during_clock_tree_synthesis=17
cts-htree-levels=4
cts.clk_slew.worst_paths_ns=0.05
number_of_clock_sinks=128

[logic_synthesis]
synth.area.top_cells=sky130_fd_sc_hd__edfxtp_1 (57%), sky130_fd_sc_hd__mux4_2 (11%), sky130_fd_sc_hd__mux4_1 (11%), sky130_fd_sc_hd__nor2_1 (7.3%), sky130_fd_sc_hd__a22oi_1 (3.5%)
enable_flop_cells=128
dominantRegCellSynth=sky130_fd_sc_hd__edfxtp_1
area_figure_in_the_yosys_stat_output_um2=6770
synth_async_sr_flop_share_pct=0
synth_flop_count=128
syn_avg_cell_area_um2=14.5
top_cell=sky130_fd_sc_hd__nor2_1
synth_warnings=1
top_cells_by_count=sky130_fd_sc_hd__nor2_1 (131), sky130_fd_sc_hd__edfxtp_1 (128), sky130_fd_sc_hd__nand2_1 (37), sky130_fd_sc_hd__mux4_2 (34), sky130_fd_sc_hd__a22oi_1 (32)
synth_stat.cells=466
synth_area_leader_cell=sky130_fd_sc_hd__edfxtp_1
synthesis.area_um2=6770
synth_sequential_area_ratio_pct=56.7
synthCells=466
yosysTopAreaCellShare_pct=56.7
synth.lib_cells_used.distinct=27

[place]
placement.cell_area_um2=7790
port_buffers=38
number_of_placed_instances_taps_included=803
dp_hpwl_um=12600
gp_congestion=0.950

[timing]
final.hold.worst_slack_ns=0.920
max_slew.worst_pin.slew_ns=0.497
timing.final.max_slew_violations=0
unrepaired_setup_endpoints_after_global_routing=true
final.setup.tns_ns=0
finalSetupViolCount=0
max_freq_mhz=364
finalCritPeriodShare_pct=98.2
post_layout_min_period_ns=2.75
hold_viol_final=0
timing.max_slew.rel_slack_pct=66.7

[critical_path]
criticalPathCategory=input pin to primary output
startpoint_type_of_the_worst_setup_path=input pin
critPathBufInv=5
path_delay_family=buffers and inverters
timing.critical_path.slowest_stage_cell=sky130_fd_sc_hd__mux4_2
crit_path_max_fanout=5
critPathRequiredTime_ns=2.24
crit_top_cell=sky130_fd_sc_hd__buf_12
critical_path.endpoint_type=primary output
worst_ep_arrival_time_ns=2.19
critical_path.max_stage_delay_ns=0.54
cp_cell_sequence=buf_6 > buf_12 > buf_12 > buf_12 > mux4_2 > a22oi_2 > nand2_1 > clkdlybuf4s50_1

[pwr]
max_rail_drop_vdd_mv=0.268
p_per_area_nw_per_um2=568
leakage_nw=2.92

[flow_run]
drv_cap=0
openroad.warnings=26

[hold_path]
hold_path.class=input pin to register

## tightest hold or removal path: stages
cell and delay [ns]:
sky130_fd_sc_hd__clkdlybuf4s50_1 0.49, sky130_fd_sc_hd__a21oi_1 0.08, sky130_fd_sc_hd__nor2_1 0.08
## path summary, 6_finish.rpt
path	depth (start not counted)	slack, ns	startpoint	endpoint
max	8	0.05	RaddrA[0]	DataOutA[4]
min	3	0.92	DataIn[0]	Registers[2][0]$_SDFFCE_PN0P_
## routing by layer
metal	vias to the layer above	share of wire [%]	global-route usage, %
met3	12	16	12.4
met4	0	1.8	3.69
met1	2041	37	19.0
met2	239	45	21.9
met5	-	0	0
li1	1960	-	-
## through the flow
step | total power, mW | setup slack [ns] | util (%)
floorplan | 2.64 | 0.672 | -
global placement | 2.92 | -0.365 | 35.5
detailed placement | 2.93 | -0.369 | 35.5
CTS | 4.85 | 0.00150 | 38.5
global route | 5.01 | -0.0103 | 38.8
finish | 4.84 | 0.0509 | 38.8
## cell usage in the layout, fill, tap and decap left out, types with 3 or more instances in the layout
master | netlist | layout
sky130_fd_sc_hd__dlygate4sd2_1 | 0 | 4
sky130_fd_sc_hd__clkbuf_1 | 10 | 5
sky130_fd_sc_hd__a22oi_1 | 32 | 7
sky130_fd_sc_hd__edfxtp_1 | 128 | 128
sky130_fd_sc_hd__clkbuf_16 | 0 | 18
sky130_fd_sc_hd__nand2b_1 | 16 | 16
sky130_fd_sc_hd__clkinv_2 | 0 | 5
sky130_fd_sc_hd__nand3_1 | 3 | 3
sky130_fd_sc_hd__nor2b_1 | 4 | 3
sky130_fd_sc_hd__mux4_1 | 28 | 20
sky130_fd_sc_hd__mux4_2 | 34 | 42
sky130_fd_sc_hd__buf_6 | 6 | 4
sky130_fd_sc_hd__nor2_1 | 131 | 129
sky130_fd_sc_hd__clkinv_1 | 0 | 4
sky130_fd_sc_hd__a22oi_2 | 0 | 25
sky130_fd_sc_hd__nand2_2 | 0 | 3
sky130_fd_sc_hd__clkdlybuf4s50_1 | 0 | 29
sky130_fd_sc_hd__buf_12 | 0 | 10
sky130_fd_sc_hd__buf_4 | 2 | 45
sky130_fd_sc_hd__nand2_1 | 37 | 34
## where the power goes
group / switching (mW) / internal, mW / leakage, nW / total (mW)
logic: 0.299 / 0.361 / 1.44 / 0.660
registers: 0.0676 / 2.23 / 1.23 / 2.30
clock network: 0.687 / 1.19 / 0.255 / 1.88
total: 1.05 / 3.79 / 2.92 / 4.84
## repair_timing
action / CTS / global route
buffers inserted: 2 / 1
resized: 43 / 18
hold buffers: 0 / 0
pin swaps: 7 / 5
gates cloned: 1 / 1
endpoints found under the setup margin: 16 / 12
## cell type report
type	instances	area, um^2
Clock buffer	22	444
Multi-Input combinational cell	301	2810
Clock inverter	10	70.1
Sequential cell	128	3840
Inverter	1	3.75
Fill cell	1943	13400
Tap cell	280	350
Timing Repair Buffer	97	1000
## cell families (layout without fill, tap and decap cells)
logic type,count (synthesis),count (layout),share of synthesized area [%]
compound gates,35,35,3.79
mux,64,64,22.9
buf+inv,37,130,3.58
flops,128,128,56.7
simple gates,202,202,13.0
Power is estimated from default activity; no workload was simulated.
